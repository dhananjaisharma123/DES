$ cat ./config.mk
export PLATFORM = sky130hd
export DESIGN_NAME = ROM_1i6_1o4_3c5c29b75c561d2b741f22e5a3a569dbb3
export DESIGN_NICKNAME = ROM_1i6_1o4_3c5c29b75c561d2b741f22e5a3a569dbb3
export VERILOG_FILES = /design/flow/design.v
export SDC_FILE = /design/flow/constraint.sdc
export NUM_CORES = 4
export LEC_CHECK = 1
export CORE_AREA = 10 10 70 70
export DIE_AREA = 0 0 80 80
$ cat ./constraint.sdc
current_design ROM_1i6_1o4_3c5c29b75c561d2b741f22e5a3a569dbb3

set clk_period 2.3
set clk_io_pct 0.2

create_clock -name clk0 -period $clk_period

set non_clock_inputs [all_inputs -no_clocks]
set_input_delay [expr $clk_period * $clk_io_pct] -clock clk0 $non_clock_inputs
set_output_delay [expr $clk_period * $clk_io_pct] -clock clk0 [all_outputs]
$ cat ./design.v
module ROM_1i6_1o4_3c5c29b75c561d2b741f22e5a3a569dbb3 (
  I_1, O_1
);
  input [5:0] I_1;
  output [3:0] O_1;
  assign O_1 = MUX_v_4_64_2(4'b1010, 4'b0000, 4'b1001, 4'b1110, 4'b0110, 4'b0011,
      4'b1111, 4'b0101, 4'b0001, 4'b1101, 4'b1100, 4'b0111, 4'b1011, 4'b0100, 4'b0010,
      4'b1000, 4'b1101, 4'b0111, 4'b0000, 4'b1001, 4'b0011, 4'b0100, 4'b0110, 4'b1010,
      4'b0010, 4'b1000, 4'b0101, 4'b1110, 4'b1100, 4'b1011, 4'b1111, 4'b0001, 4'b1101,
      4'b0110, 4'b0100, 4'b1001, 4'b1000, 4'b1111, 4'b0011, 4'b0000, 4'b1011, 4'b0001,
      4'b0010, 4'b1100, 4'b0101, 4'b1010, 4'b1110, 4'b0111, 4'b0001, 4'b1010, 4'b1101,
      4'b0000, 4'b0110, 4'b1001, 4'b1000, 4'b0111, 4'b0100, 4'b1111, 4'b1110, 4'b0011,
      4'b1011, 4'b0101, 4'b0010, 4'b1100, I_1);
  function automatic [3:0] MUX_v_4_64_2;
    input [3:0] input_0;
    input [3:0] input_1;
    input [3:0] input_2;
    input [3:0] input_3;
    input [3:0] input_4;
    input [3:0] input_5;
    input [3:0] input_6;
    input [3:0] input_7;
    input [3:0] input_8;
    input [3:0] input_9;
    input [3:0] input_10;
    input [3:0] input_11;
    input [3:0] input_12;
    input [3:0] input_13;
    input [3:0] input_14;
    input [3:0] input_15;
    input [3:0] input_16;
    input [3:0] input_17;
    input [3:0] input_18;
    input [3:0] input_19;
    input [3:0] input_20;
    input [3:0] input_21;
    input [3:0] input_22;
    input [3:0] input_23;
    input [3:0] input_24;
    input [3:0] input_25;
    input [3:0] input_26;
    input [3:0] input_27;
    input [3:0] input_28;
    input [3:0] input_29;
    input [3:0] input_30;
    input [3:0] input_31;
    input [3:0] input_32;
    input [3:0] input_33;
    input [3:0] input_34;
    input [3:0] input_35;
    input [3:0] input_36;
    input [3:0] input_37;
    input [3:0] input_38;
    input [3:0] input_39;
    input [3:0] input_40;
    input [3:0] input_41;
    input [3:0] input_42;
    input [3:0] input_43;
    input [3:0] input_44;
    input [3:0] input_45;
    input [3:0] input_46;
    input [3:0] input_47;
    input [3:0] input_48;
    input [3:0] input_49;
    input [3:0] input_50;
    input [3:0] input_51;
    input [3:0] input_52;
    input [3:0] input_53;
    input [3:0] input_54;
    input [3:0] input_55;
    input [3:0] input_56;
    input [3:0] input_57;
    input [3:0] input_58;
    input [3:0] input_59;
    input [3:0] input_60;
    input [3:0] input_61;
    input [3:0] input_62;
    input [3:0] input_63;
    input [5:0] sel;
    reg [3:0] result;
  begin
    case (sel)
      6'b000000 : begin
        result = input_0;
      end
      6'b000001 : begin
        result = input_1;
      end
      6'b000010 : begin
        result = input_2;
      end
      6'b000011 : begin
        result = input_3;
      end
      6'b000100 : begin
        result = input_4;
      end
      6'b000101 : begin
        result = input_5;
      end
      6'b000110 : begin
        result = input_6;
      end
      6'b000111 : begin
        result = input_7;
      end
      6'b001000 : begin
        result = input_8;
      end
      6'b001001 : begin
        result = input_9;
      end
      6'b001010 : begin
        result = input_10;
      end
      6'b001011 : begin
        result = input_11;
      end
      6'b001100 : begin
        result = input_12;
      end
      6'b001101 : begin
        result = input_13;
      end
      6'b001110 : begin
        result = input_14;
      end
      6'b001111 : begin
        result = input_15;
      end
      6'b010000 : begin
        result = input_16;
      end
      6'b010001 : begin
        result = input_17;
      end
      6'b010010 : begin
        result = input_18;
      end
      6'b010011 : begin
        result = input_19;
      end
      6'b010100 : begin
        result = input_20;
      end
      6'b010101 : begin
        result = input_21;
      end
      6'b010110 : begin
        result = input_22;
      end
      6'b010111 : begin
        result = input_23;
      end
      6'b011000 : begin
        result = input_24;
      end
      6'b011001 : begin
        result = input_25;
      end
      6'b011010 : begin
        result = input_26;
      end
      6'b011011 : begin
        result = input_27;
      end
      6'b011100 : begin
        result = input_28;
      end
      6'b011101 : begin
        result = input_29;
      end
      6'b011110 : begin
        result = input_30;
      end
      6'b011111 : begin
        result = input_31;
      end
      6'b100000 : begin
        result = input_32;
      end
      6'b100001 : begin
        result = input_33;
      end
      6'b100010 : begin
        result = input_34;
      end
      6'b100011 : begin
        result = input_35;
      end
      6'b100100 : begin
        result = input_36;
      end
      6'b100101 : begin
        result = input_37;
      end
      6'b100110 : begin
        result = input_38;
      end
      6'b100111 : begin
        result = input_39;
      end
      6'b101000 : begin
        result = input_40;
      end
      6'b101001 : begin
        result = input_41;
      end
      6'b101010 : begin
        result = input_42;
      end
      6'b101011 : begin
        result = input_43;
      end
      6'b101100 : begin
        result = input_44;
      end
      6'b101101 : begin
        result = input_45;
      end
      6'b101110 : begin
        result = input_46;
      end
      6'b101111 : begin
        result = input_47;
      end
      6'b110000 : begin
        result = input_48;
      end
      6'b110001 : begin
        result = input_49;
      end
      6'b110010 : begin
        result = input_50;
      end
      6'b110011 : begin
        result = input_51;
      end
      6'b110100 : begin
        result = input_52;
      end
      6'b110101 : begin
        result = input_53;
      end
      6'b110110 : begin
        result = input_54;
      end
      6'b110111 : begin
        result = input_55;
      end
      6'b111000 : begin
        result = input_56;
      end
      6'b111001 : begin
        result = input_57;
      end
      6'b111010 : begin
        result = input_58;
      end
      6'b111011 : begin
        result = input_59;
      end
      6'b111100 : begin
        result = input_60;
      end
      6'b111101 : begin
        result = input_61;
      end
      6'b111110 : begin
        result = input_62;
      end
      default : begin
        result = input_63;
      end
    endcase
    MUX_v_4_64_2 = result;
  end
  endfunction
endmodule
$ cat ./run.sh
#!/bin/bash
# OpenROAD 26Q1-2900-gdf79404cd8, Yosys 0.63+post, stock flow scripts
make -C /OpenROAD-flow-scripts/flow DESIGN_CONFIG=/design/flow/config.mk WORK_HOME=/design/flow/orfs finish
==> results.tsv <==
metric	value	unit
combGateArea	628	um^2
grt_max_degree	14	
first_pass_iters	4	
postSynthAreaPerCell	7.09	um^2
antenna-diode-count	0	
final_layout_size_suffix_gt1_frac	0.452	
crit_chain	buf_2, inv_2, ha_4, buf_6, buf_4, a21oi_2, a21oi_1, a22o_1, dlygate4sd2_1	
crit_type	in -> out	
yosysUniqueCellTypes	33	
hold_path_depth	4	
cellLeakagePower	0.452	nW
drcViolationCount	0	
ff_count	0	
drt_iter0_markers	47	
whs_endpoint	O_1[0]	
io_buffers	10	
gr-total-overflow	0	
period_used_share	0.970	
warning_count	38	
rows	21	
yosys_warnings	1	
hold_viol	0	
top_cell_area_share	0.142	
worst_slack	0.0701	ns
wl	1.96	mm
end_kind	output pin	
topCellsByArea	ha_1 (14%), mux2i_1 (11%), nor2b_1 (7.1%)	
postRouteAntennaNets	0	
die-width	80	um
seqCellArea	0	um^2
maxCapViolations	0	
core	3420	um^2
critPathBufInv	5	
area_growth	68.0	%
hpwl	1.23	mm
place.gp.congestion	0.828	
grt_pass1_vias	732	
synth_chip_area	617	um^2
wl_per_cell	12.2	um
max_stage_delay	0.24	ns
fmax	448	MHz
final-setup-viol-count	0	
ys_cells	87	
nFillCells	370	
power	215	uW
hp-class	in -> out	
vias	743	
synth_cells	87	
path_delay_family	buffers and inverters	
status	completed	
grt_first_pass_wirelength	3.44	mm
ios	10	
most_common_cell	nor3_1	
cp_slowest_cell	dlygate4sd2_1	
fp-utilization	0.181	
hp-start	I_1[4]	
cp.required	1.84	ns
viasPerCell	4.61	
ys_seq_share	0	
place_ws	-0.749	ns
max_slew.worst_pin.slew	0.291	ns
yosys.area.top_type	ha_1	
crit_arrival	1.77	ns
worstSetupStartpointType	primary input	
syn_area	617	um^2
die_y	80	um
crit_fanout	4	
maxSlewHeadroom	0.805	
grt_usage	0.0626	
top_cells_by_count	nor3_1 (8), ha_1 (7), mux2i_1 (7), nor2_1 (7), nor2b_1 (7)	
n_clock_buffer	0	
antenna_found_initial	0	
ir_drop	0.0754	mV
finalCriticalPeriod	2.23	ns
power.density_cell_area	208	nW/um^2
crit_path_start	I_1[0]	
drv_slew	0	
chip_area	6400	um^2
-- kinds of logic (layout without fill, tap and decap cells) --
logic type	after synthesis	count (layout)	share of synthesized area
buffers and inverters	12	40	0.112
AOI/OAI and AO/OA	25	25	0.310
muxes	7	7	0.114
and+or+nand+nor	34	34	0.294
adders and majority gates	7	7	0.142
xor gates and xnor gates	2	2	0.0284
-- through the flow --
step                std cells  instance area, um^2  setup TNS (ns)   util  hold slack, ns
global placement          154                  892           -2.69  0.261            2.11
detailed placement        154                  892           -2.73  0.261            2.12
CTS                       161                 1020               0  0.299            1.61
floorplan                  87                  617               0      -            1.16
global route              161                 1040       -0.000196  0.303            1.65
finish                    161                 1040               0  0.303            1.60
-- layout make-up --
class / count / area share
well taps: 46 / 0.0556
repair buffers: 37 / 0.327
inverters: 3 / 0.0109
multi-input cells: 75 / 0.606
-- how the worst max path moves through the flow --
stage	endpoint	slack (ns)	cells after the start
after CTS	O_1[2]	0.02	8
after global routing	O_1[2]	-0.0002	6
final	O_1[2]	0.07	9
-- worst min-delay path, stage by stage --
cell and delay (ns):
clkdlybuf4s15_2 0.29, buf_4 0.17, o221ai_1 0.10, buf_2 0.12
-- per-layer routing --
| layer | GRT usage | vias to the layer above | wire (um) |
|---|---|---|---|
| met2 | 0.0955 | 17 | 856 |
| met1 | 0.0978 | 350 | 1020 |
| met5 | 0 | - | 0 |
| met3 | 0.00455 | 0 | 86 |
| met4 | 0 | 0 | 0 |
| li1 | - | 376 | - |
-- report_power, final --
part	switching [mW]	total, mW	internal (mW)
registers	0	0	0
logic	0.0950	0.215	0.120
clock network	0	0	0
total	0.0950	0.215	0.120
-- timing repair --
| item | 4_1_cts | 5_1_grt |
|---|---|---|
| hold buffers | 0 | 0 |
| cloned | 1 | 0 |
| endpoints found under the hold margin | 0 | 0 |
| resized | 42 | 6 |
| pin swaps | 11 | 4 |
| setup endpoints to repair | 4 | 4 |
| buffers inserted | 6 | 0 |
-- cell usage in the layout (no fill, tap or decap), drive strengths merged, types with 2 or more instances in the layout --
master       netlist  final
ha                 7      7
nor2b              7      7
o221ai             2      2
dlygate4sd2        0      2
nand2              5      5
o21ai              5      5
nor2               7      7
inv                3      3
nor3               8      8
a21oi              3      3
xor2               2      2
o311ai             2      2
mux2i              7      7
a211oi             4      4
nand2b             2      2
buf                8     31
Power is estimated from default activity; no workload was simulated.
