$ cat design/flow/config.mk
export PLATFORM = sky130hd
export DESIGN_NAME = ROM_1i6_1o4_752c7ca65a598ada4acee0cd63d199c3b3
export DESIGN_NICKNAME = ROM_1i6_1o4_752c7ca65a598ada4acee0cd63d199c3b3
export VERILOG_FILES = /design/flow/design.v
export SDC_FILE = /design/flow/constraint.sdc
export NUM_CORES = 4
export LEC_CHECK = 1
export CORE_AREA = 10 10 70 70
export DIE_AREA = 0 0 80 80
$ cat design/flow/design.v
module ROM_1i6_1o4_752c7ca65a598ada4acee0cd63d199c3b3 (
  I_1, O_1
);
  input [5:0] I_1;
  output [3:0] O_1;
  assign O_1 = MUX_v_4_64_2(4'b0100, 4'b1011, 4'b0010, 4'b1110, 4'b1111, 4'b0000,
      4'b1000, 4'b1101, 4'b0011, 4'b1100, 4'b1001, 4'b0111, 4'b0101, 4'b1010, 4'b0110,
      4'b0001, 4'b1101, 4'b0000, 4'b1011, 4'b0111, 4'b0100, 4'b1001, 4'b0001, 4'b1010,
      4'b1110, 4'b0011, 4'b0101, 4'b1100, 4'b0010, 4'b1111, 4'b1000, 4'b0110, 4'b0001,
      4'b0100, 4'b1011, 4'b1101, 4'b1100, 4'b0011, 4'b0111, 4'b1110, 4'b1010, 4'b1111,
      4'b0110, 4'b1000, 4'b0000, 4'b0101, 4'b1001, 4'b0010, 4'b0110, 4'b1011, 4'b1101,
      4'b1000, 4'b0001, 4'b0100, 4'b1010, 4'b0111, 4'b1001, 4'b0101, 4'b0000, 4'b1111,
      4'b1110, 4'b0010, 4'b0011, 4'b1100, I_1);
  function automatic [3:0] MUX_v_4_64_2;
    input [3:0] input_0;
    input [3:0] input_1;
    input [3:0] input_2;
    input [3:0] input_3;
    input [3:0] input_4;
    input [3:0] input_5;
    input [3:0] input_6;
    input [3:0] input_7;
    input [3:0] input_8;
    input [3:0] input_9;
    input [3:0] input_10;
    input [3:0] input_11;
    input [3:0] input_12;
    input [3:0] input_13;
    input [3:0] input_14;
    input [3:0] input_15;
    input [3:0] input_16;
    input [3:0] input_17;
    input [3:0] input_18;
    input [3:0] input_19;
    input [3:0] input_20;
    input [3:0] input_21;
    input [3:0] input_22;
    input [3:0] input_23;
    input [3:0] input_24;
    input [3:0] input_25;
    input [3:0] input_26;
    input [3:0] input_27;
    input [3:0] input_28;
    input [3:0] input_29;
    input [3:0] input_30;
    input [3:0] input_31;
    input [3:0] input_32;
    input [3:0] input_33;
    input [3:0] input_34;
    input [3:0] input_35;
    input [3:0] input_36;
    input [3:0] input_37;
    input [3:0] input_38;
    input [3:0] input_39;
    input [3:0] input_40;
    input [3:0] input_41;
    input [3:0] input_42;
    input [3:0] input_43;
    input [3:0] input_44;
    input [3:0] input_45;
    input [3:0] input_46;
    input [3:0] input_47;
    input [3:0] input_48;
    input [3:0] input_49;
    input [3:0] input_50;
    input [3:0] input_51;
    input [3:0] input_52;
    input [3:0] input_53;
    input [3:0] input_54;
    input [3:0] input_55;
    input [3:0] input_56;
    input [3:0] input_57;
    input [3:0] input_58;
    input [3:0] input_59;
    input [3:0] input_60;
    input [3:0] input_61;
    input [3:0] input_62;
    input [3:0] input_63;
    input [5:0] sel;
    reg [3:0] result;
  begin
    case (sel)
      6'b000000 : begin
        result = input_0;
      end
      6'b000001 : begin
        result = input_1;
      end
      6'b000010 : begin
        result = input_2;
      end
      6'b000011 : begin
        result = input_3;
      end
      6'b000100 : begin
        result = input_4;
      end
      6'b000101 : begin
        result = input_5;
      end
      6'b000110 : begin
        result = input_6;
      end
      6'b000111 : begin
        result = input_7;
      end
      6'b001000 : begin
        result = input_8;
      end
      6'b001001 : begin
        result = input_9;
      end
      6'b001010 : begin
        result = input_10;
      end
      6'b001011 : begin
        result = input_11;
      end
      6'b001100 : begin
        result = input_12;
      end
      6'b001101 : begin
        result = input_13;
      end
      6'b001110 : begin
        result = input_14;
      end
      6'b001111 : begin
        result = input_15;
      end
      6'b010000 : begin
        result = input_16;
      end
      6'b010001 : begin
        result = input_17;
      end
      6'b010010 : begin
        result = input_18;
      end
      6'b010011 : begin
        result = input_19;
      end
      6'b010100 : begin
        result = input_20;
      end
      6'b010101 : begin
        result = input_21;
      end
      6'b010110 : begin
        result = input_22;
      end
      6'b010111 : begin
        result = input_23;
      end
      6'b011000 : begin
        result = input_24;
      end
      6'b011001 : begin
        result = input_25;
      end
      6'b011010 : begin
        result = input_26;
      end
      6'b011011 : begin
        result = input_27;
      end
      6'b011100 : begin
        result = input_28;
      end
      6'b011101 : begin
        result = input_29;
      end
      6'b011110 : begin
        result = input_30;
      end
      6'b011111 : begin
        result = input_31;
      end
      6'b100000 : begin
        result = input_32;
      end
      6'b100001 : begin
        result = input_33;
      end
      6'b100010 : begin
        result = input_34;
      end
      6'b100011 : begin
        result = input_35;
      end
      6'b100100 : begin
        result = input_36;
      end
      6'b100101 : begin
        result = input_37;
      end
      6'b100110 : begin
        result = input_38;
      end
      6'b100111 : begin
        result = input_39;
      end
      6'b101000 : begin
        result = input_40;
      end
      6'b101001 : begin
        result = input_41;
      end
      6'b101010 : begin
        result = input_42;
      end
      6'b101011 : begin
        result = input_43;
      end
      6'b101100 : begin
        result = input_44;
      end
      6'b101101 : begin
        result = input_45;
      end
      6'b101110 : begin
        result = input_46;
      end
      6'b101111 : begin
        result = input_47;
      end
      6'b110000 : begin
        result = input_48;
      end
      6'b110001 : begin
        result = input_49;
      end
      6'b110010 : begin
        result = input_50;
      end
      6'b110011 : begin
        result = input_51;
      end
      6'b110100 : begin
        result = input_52;
      end
      6'b110101 : begin
        result = input_53;
      end
      6'b110110 : begin
        result = input_54;
      end
      6'b110111 : begin
        result = input_55;
      end
      6'b111000 : begin
        result = input_56;
      end
      6'b111001 : begin
        result = input_57;
      end
      6'b111010 : begin
        result = input_58;
      end
      6'b111011 : begin
        result = input_59;
      end
      6'b111100 : begin
        result = input_60;
      end
      6'b111101 : begin
        result = input_61;
      end
      6'b111110 : begin
        result = input_62;
      end
      default : begin
        result = input_63;
      end
    endcase
    MUX_v_4_64_2 = result;
  end
  endfunction
endmodule
$ cat design/flow/constraint.sdc
current_design ROM_1i6_1o4_752c7ca65a598ada4acee0cd63d199c3b3

set clk_period 2.2
set clk_io_pct 0.2

create_clock -name clk0 -period $clk_period

set non_clock_inputs [all_inputs -no_clocks]
set_input_delay [expr $clk_period * $clk_io_pct] -clock clk0 $non_clock_inputs
set_output_delay [expr $clk_period * $clk_io_pct] -clock clk0 [all_outputs]
$ cat design/flow/run.sh
#!/bin/bash
# OpenROAD 26Q1-2900-gdf79404cd8, Yosys 0.63+post, stock flow scripts
make -C /OpenROAD-flow-scripts/flow DESIGN_CONFIG=/design/flow/config.mk WORK_HOME=/design/flow/orfs finish
==> summary.rpt <==
==== FLOW RESULTS ====
----------------------------------------------------
[Final timing]
  Maximum achievable frequency ........................ 439 MHz
  Period Utilization, post-route ........................ 103%
  Hold Vio Cnt, Final ........................ 0
  Setup violations, final ........................ 2
  Final critical delay including setup and external delays ........................ 2280 ps
  RSZ-0062 raised after global routing ........................ true
  Final worst setup slack ........................ -75.3 ps
  Slew Limit Headroom ........................ 80.5%
  Worst Max-Slew Pin Slew ........................ 288 ps
  Number of slew-limit violations in the final report ........................ 0

[GRT]
  Wire length of the first global-routing pass ........................ 3370 µm
  Largest net degree at the start of global routing ........................ 13
  GRT Residual Overflow ........................ 0
  All-layer global routing usage ........................ 6.03%
  Number of antenna violations at the first check in global routing ........................ 0
  Via count of the first global-routing pass ........................ 744

[Synthesis]
  Share of synthesized area occupied by flip-flops and latches ........................ 0%
  Most repeated cell in the gate-level netlist after synthesis ........................ sky130_fd_sc_hd__ha_1
  Combined area of all synthesized cells ........................ 599 µm²
  Number of unique standard cell types used by synthesis ........................ 39
  Syn Inst Count ........................ 82
  Top cells by area ........................ sky130_fd_sc_hd__ha_1, sky130_fd_sc_hd__o211ai_1, sky130_fd_sc_hd__mux4_2
  Most frequent cells after synthesis ........................ sky130_fd_sc_hd__ha_1, sky130_fd_sc_hd__a21oi_1, sky130_fd_sc_hd__o211ai_1
  Per-instance average area after synthesis ........................ 7.31 µm²
  Top-area cell type share of the netlist area ........................ 16.7%
  Yosys synthesis chip area ........................ 599 µm²
  Yosys stat cell total ........................ 82
  Library cell occupying the most area in the post-synthesis netlist ........................ sky130_fd_sc_hd__ha_1
  Synthesis Warnings ........................ 1

[Place]
  Half-perimeter wire length after placement ........................ 1350 µm
  RD Place Congestion ........................ 0.844
  Number of cells after detailed placement ........................ 158
  Port buffer count ........................ 10
  Standard cell area after detailed placement ........................ 932 µm²
  Setup Slack @ Placement ........................ -888 ps

[Final layout]
  Syn-to-layout area delta ........................ 81.6%
  Finished layout cell area ........................ 0.00109 mm²
  Final cell count without fillers ........................ 163
  Fraction of layout instances using a drive strength above 1 ........................ 52.1%
  Flops ........................ 0
  Clock buf count ........................ 0
  Register area ........................ 0 µm²

[Critical path]
  CP peak stage delay ........................ 460 ps
  Crit Path Class ........................ input port to primary output
  Worst path slowest cell ........................ sky130_fd_sc_hd__mux4_2
  Worst path arrival time ........................ 1840 ps
  Critical-path cell list ........................ buf_8, buf_6, ha_2, a21o_1, mux4_2, a22o_1, buf_2
  Type of element launching the critical path ........................ input port
  Worst Setup End Kind ........................ primary output
  Data required, critical path ........................ 1760 ps
  Critical path fanouts, max ........................ 8

[Detailed routing]
  Initial DRC count ........................ 55
  First drt pass iteration count ........................ 4
  Number of vias after detailed routing ........................ 756
  Mean number of vias per cell ........................ 4.64
  Number of antenna cells inserted ........................ 0
  Antenna Violating Nets Remaining ........................ 0
  Average detailed-routed wire length per instance ........................ 11.5 µm
  Drt total wl ........................ 1880 µm
  Number of design rule violations left after detail routing ........................ 0

[Floorplan]
  Die span in y ........................ 80 µm
  Pre-placement core utilization ........................ 17.5%
  Core Box Area ........................ 0.00342 mm²
  Floorplan row count ........................ 21
  Die ar. ........................ 0.00640 mm²
  Width of the die ........................ 80 µm
  Number of ports placed on the die boundary ........................ 10

[Min path]
  Kind of path behind the tightest hold check ........................ input port to primary output
  Number of cells on the worst hold path ........................ 7
  Worst hold path endpoint ........................ O_1[3]
  Worst hold path startpoint ........................ I_1[1]

[Pwr]
  Leak pwr ........................ 0.462 nW
  Areal power density over the cells ........................ 197 mW/mm²
  Power, Total ........................ 215 µW
  Peak ir drop on the vdd network ........................ 0.0892 mV

[Job]
  Tool Warnings ........................ 41
  Number of max-capacitance violations reported ........................ 0

[Outcome]
  Result of the run ........................ complete, but fails checks
  Violated checks ........................ setup timing

----------------------------------------------------
how the worst max path moves through the flow:
stage / startpoint / to / slack [ps] / cells after the start
4_1_cts: I_1[0] / O_1[1] / -80 / 9
5_1_grt: I_1[1] / O_1[0] / -140 / 9
6_report: I_1[1] / O_1[0] / -80 / 7
logic make-up (layout without fill, tap and decap cells):
kind of cell | count (synthesis) | count (layout) | share of synthesized area [%]
xor+xnor | 1 | 1 | 1.46
compound gates | 34 | 34 | 41.5
mux | 4 | 4 | 10.9
buf+inv | 14 | 49 | 11.7
fa+ha+maj | 8 | 8 | 16.7
simple gates | 21 | 21 | 17.7
power breakdown:
part	leakage (nW)	switching (mW)	total [mW]	internal [mW]
Combinational	0.462	0.0941	0.215	0.121
Clock	0	0	0	0
Sequential	0	0	0	0
stage by stage:
step           hold WS [ps]  util (%)  TNS [ps]
6_report               1520      31.9      -122
5_1_grt                1580      31.9      -280
4_1_cts                1600      31.7      -148
3_5_place_dp           2040      27.3     -3450
3_3_place_gp           2030      27.3     -3420
2_1_floorplan          1140         -         0
critical path, delay by kind of cell:
family	cells	cell delay, ps
adders and majority gates	1	200
buffers and inverters	3	350
AOI/OAI and AO/OA	2	390
muxes	1	460
placed cells by master, fill, tap and decap left out, types with 2 or more instances in the layout:
cell type	netlist	final
sky130_fd_sc_hd__nand2b_1	5	2
sky130_fd_sc_hd__ha_1	8	3
sky130_fd_sc_hd__a32oi_1	2	2
sky130_fd_sc_hd__buf_8	0	2
sky130_fd_sc_hd__nand2_2	0	3
sky130_fd_sc_hd__inv_2	1	2
sky130_fd_sc_hd__nand2b_4	0	3
sky130_fd_sc_hd__mux4_2	2	2
sky130_fd_sc_hd__mux2i_1	2	2
sky130_fd_sc_hd__nor2_1	4	3
sky130_fd_sc_hd__o211ai_1	7	7
sky130_fd_sc_hd__buf_4	1	25
sky130_fd_sc_hd__buf_2	5	4
sky130_fd_sc_hd__dlygate4sd2_1	0	2
sky130_fd_sc_hd__nand2_1	5	2
sky130_fd_sc_hd__ha_4	0	4
sky130_fd_sc_hd__buf_6	1	7
sky130_fd_sc_hd__nor2_2	1	2
sky130_fd_sc_hd__o21a_1	2	2
sky130_fd_sc_hd__inv_1	5	2
sky130_fd_sc_hd__nand3_1	2	2
sky130_fd_sc_hd__a21oi_1	7	7
timing repair:
action / CTS / global route
endpoints found under the hold margin: 0 / 0
hold buffers: 0 / 0
setup buffers: 5 / 0
pin swaps: 10 / 5
cloned: 0 / 0
resized: 56 / 6
endpoints found under the setup margin: 4 / 4
area by class of cell:
cell class / instances / area, µm²
fill: 344 / 2330
inverter: 6 / 32.5
multi-input combinational: 68 / 624
tap: 46 / 57.6
timing repair buffer: 43 / 374
routing by layer:
| layer | track usage [%] | vias up | wire [µm] |
|---|---|---|---|
| met2 | 9.79 | 18 | 867 |
| li1 | - | 383 | - |
| met4 | 0.528 | 0 | 0 |
| met5 | 0 | - | 0 |
| met3 | 1.25 | 0 | 90 |
| met1 | 8.26 | 355 | 919 |
Power figures rest on the tool's default switching activity, not on a simulated workload.
