`/design/flow/design.v`:
```
module ROM_1i6_1o4_51ba7157b272cd3b87451219caf38e7cb3 (
  I_1, O_1
);
  input [5:0] I_1;
  output [3:0] O_1;
  assign O_1 = MUX_v_4_64_2(4'b1100, 4'b0001, 4'b1010, 4'b1111, 4'b1001, 4'b0010,
      4'b0110, 4'b1000, 4'b0000, 4'b1101, 4'b0011, 4'b0100, 4'b1110, 4'b0111, 4'b0101,
      4'b1011, 4'b1010, 4'b1111, 4'b0100, 4'b0010, 4'b0111, 4'b1100, 4'b1001, 4'b0101,
      4'b0110, 4'b0001, 4'b1101, 4'b1110, 4'b0000, 4'b1011, 4'b0011, 4'b1000, 4'b1001,
      4'b1110, 4'b1111, 4'b0101, 4'b0010, 4'b1000, 4'b1100, 4'b0011, 4'b0111, 4'b0000,
      4'b0100, 4'b1010, 4'b0001, 4'b1101, 4'b1011, 4'b0110, 4'b0100, 4'b0011, 4'b0010,
      4'b1100, 4'b1001, 4'b0101, 4'b1111, 4'b1010, 4'b1011, 4'b1110, 4'b0001, 4'b0111,
      4'b0110, 4'b0000, 4'b1000, 4'b1101, I_1);
  function automatic [3:0] MUX_v_4_64_2;
    input [3:0] input_0;
    input [3:0] input_1;
    input [3:0] input_2;
    input [3:0] input_3;
    input [3:0] input_4;
    input [3:0] input_5;
    input [3:0] input_6;
    input [3:0] input_7;
    input [3:0] input_8;
    input [3:0] input_9;
    input [3:0] input_10;
    input [3:0] input_11;
    input [3:0] input_12;
    input [3:0] input_13;
    input [3:0] input_14;
    input [3:0] input_15;
    input [3:0] input_16;
    input [3:0] input_17;
    input [3:0] input_18;
    input [3:0] input_19;
    input [3:0] input_20;
    input [3:0] input_21;
    input [3:0] input_22;
    input [3:0] input_23;
    input [3:0] input_24;
    input [3:0] input_25;
    input [3:0] input_26;
    input [3:0] input_27;
    input [3:0] input_28;
    input [3:0] input_29;
    input [3:0] input_30;
    input [3:0] input_31;
    input [3:0] input_32;
    input [3:0] input_33;
    input [3:0] input_34;
    input [3:0] input_35;
    input [3:0] input_36;
    input [3:0] input_37;
    input [3:0] input_38;
    input [3:0] input_39;
    input [3:0] input_40;
    input [3:0] input_41;
    input [3:0] input_42;
    input [3:0] input_43;
    input [3:0] input_44;
    input [3:0] input_45;
    input [3:0] input_46;
    input [3:0] input_47;
    input [3:0] input_48;
    input [3:0] input_49;
    input [3:0] input_50;
    input [3:0] input_51;
    input [3:0] input_52;
    input [3:0] input_53;
    input [3:0] input_54;
    input [3:0] input_55;
    input [3:0] input_56;
    input [3:0] input_57;
    input [3:0] input_58;
    input [3:0] input_59;
    input [3:0] input_60;
    input [3:0] input_61;
    input [3:0] input_62;
    input [3:0] input_63;
    input [5:0] sel;
    reg [3:0] result;
  begin
    case (sel)
      6'b000000 : begin
        result = input_0;
      end
      6'b000001 : begin
        result = input_1;
      end
      6'b000010 : begin
        result = input_2;
      end
      6'b000011 : begin
        result = input_3;
      end
      6'b000100 : begin
        result = input_4;
      end
      6'b000101 : begin
        result = input_5;
      end
      6'b000110 : begin
        result = input_6;
      end
      6'b000111 : begin
        result = input_7;
      end
      6'b001000 : begin
        result = input_8;
      end
      6'b001001 : begin
        result = input_9;
      end
      6'b001010 : begin
        result = input_10;
      end
      6'b001011 : begin
        result = input_11;
      end
      6'b001100 : begin
        result = input_12;
      end
      6'b001101 : begin
        result = input_13;
      end
      6'b001110 : begin
        result = input_14;
      end
      6'b001111 : begin
        result = input_15;
      end
      6'b010000 : begin
        result = input_16;
      end
      6'b010001 : begin
        result = input_17;
      end
      6'b010010 : begin
        result = input_18;
      end
      6'b010011 : begin
        result = input_19;
      end
      6'b010100 : begin
        result = input_20;
      end
      6'b010101 : begin
        result = input_21;
      end
      6'b010110 : begin
        result = input_22;
      end
      6'b010111 : begin
        result = input_23;
      end
      6'b011000 : begin
        result = input_24;
      end
      6'b011001 : begin
        result = input_25;
      end
      6'b011010 : begin
        result = input_26;
      end
      6'b011011 : begin
        result = input_27;
      end
      6'b011100 : begin
        result = input_28;
      end
      6'b011101 : begin
        result = input_29;
      end
      6'b011110 : begin
        result = input_30;
      end
      6'b011111 : begin
        result = input_31;
      end
      6'b100000 : begin
        result = input_32;
      end
      6'b100001 : begin
        result = input_33;
      end
      6'b100010 : begin
        result = input_34;
      end
      6'b100011 : begin
        result = input_35;
      end
      6'b100100 : begin
        result = input_36;
      end
      6'b100101 : begin
        result = input_37;
      end
      6'b100110 : begin
        result = input_38;
      end
      6'b100111 : begin
        result = input_39;
      end
      6'b101000 : begin
        result = input_40;
      end
      6'b101001 : begin
        result = input_41;
      end
      6'b101010 : begin
        result = input_42;
      end
      6'b101011 : begin
        result = input_43;
      end
      6'b101100 : begin
        result = input_44;
      end
      6'b101101 : begin
        result = input_45;
      end
      6'b101110 : begin
        result = input_46;
      end
      6'b101111 : begin
        result = input_47;
      end
      6'b110000 : begin
        result = input_48;
      end
      6'b110001 : begin
        result = input_49;
      end
      6'b110010 : begin
        result = input_50;
      end
      6'b110011 : begin
        result = input_51;
      end
      6'b110100 : begin
        result = input_52;
      end
      6'b110101 : begin
        result = input_53;
      end
      6'b110110 : begin
        result = input_54;
      end
      6'b110111 : begin
        result = input_55;
      end
      6'b111000 : begin
        result = input_56;
      end
      6'b111001 : begin
        result = input_57;
      end
      6'b111010 : begin
        result = input_58;
      end
      6'b111011 : begin
        result = input_59;
      end
      6'b111100 : begin
        result = input_60;
      end
      6'b111101 : begin
        result = input_61;
      end
      6'b111110 : begin
        result = input_62;
      end
      default : begin
        result = input_63;
      end
    endcase
    MUX_v_4_64_2 = result;
  end
  endfunction
endmodule
```
`/design/flow/run.sh`:
```
#!/bin/bash
# OpenROAD 26Q1-2900-gdf79404cd8, Yosys 0.63+post, stock flow scripts
make -C /OpenROAD-flow-scripts/flow DESIGN_CONFIG=/design/flow/config.mk WORK_HOME=/design/flow/orfs finish
```
`/design/flow/config.mk`:
```
export PLATFORM = sky130hd
export DESIGN_NAME = ROM_1i6_1o4_51ba7157b272cd3b87451219caf38e7cb3
export DESIGN_NICKNAME = ROM_1i6_1o4_51ba7157b272cd3b87451219caf38e7cb3
export VERILOG_FILES = /design/flow/design.v
export SDC_FILE = /design/flow/constraint.sdc
export NUM_CORES = 4
export LEC_CHECK = 1
export CORE_AREA = 10 10 70 70
export DIE_AREA = 0 0 80 80
```
`/design/flow/constraint.sdc`:
```
current_design ROM_1i6_1o4_51ba7157b272cd3b87451219caf38e7cb3

set clk_period 3.4
set clk_io_pct 0.2

create_clock -name clk0 -period $clk_period

set non_clock_inputs [all_inputs -no_clocks]
set_input_delay [expr $clk_period * $clk_io_pct] -clock clk0 $non_clock_inputs
set_output_delay [expr $clk_period * $clk_io_pct] -clock clk0 [all_outputs]
```
==> impl_metrics.yaml <==
# flow metrics
critical_path:
  arrival_ps: 2660
  cp-startpoint: "I_1[1]"
  endpoint_kind: "output port"
  critPathMaxFanout: 2
  critPathKind: "in -> out"
  setup.worst_path.start_class: "input port"
  cp.required_ps: 2720
synthesis:
  yosysUniqueCellTypes: 37
  avgSynthCellArea_sq_um: 7.177
  top_area_cell: "ha_1"
  synth_warnings: 1
  common_cells: "ha_1, nand2_1"
  ys_top_cells_by_area: "ha_1, mux4_2, mux2i_1"
  yosys_cells: 91
  synth_seq_share: 0
  synthCells: 91
  yosys_area_sq_um: 653.1
  synth_top_area_share: 0.1533
  netlist_area_sq_um: 653.1
floorplanning:
  die_h_um: 80
  io_pins: 10
  fp_util: 0.1912
  rows: 21
  die_w_um: 80
  die_area_sq_um: 6400
  fp.coreArea_sq_um: 3416
flow_run:
  warnings: 39
  maxCapViolCount: 0
worst_hold_path:
  whs_path_depth: 7
  hold_class: "in -> out"
  min_from: "I_1[0]"
routing:
  vias: 753
  vias_per_cell: 4.796
  ant_nets: 0
  antenna-diode-count: 0
  first_iter_violations: 145
  wirelength_um: 1861
  firstDrtPassIters: 4
  drc: 0
  wire_per_inst_um: 11.85
sta:
  finalWorstPathRequiredPeriod_ps: 3338
  finalCritPeriodShare: 0.9817
  max_slew_margin: 0.7774
  max_slew.worst_pin.slew_ps: 332.8
  slew_violations: 0
  setup_ws_ps: 62.39
  rsz0062_at_grt: "false"
  fin_setup_tns_ps: 0
  fmax_mhz: 299.6
  setup-violations-final: 0
  finalHoldViolations: 0
placed_design:
  io_buffers: 10
  dp.cells: 157
  place_congestion: 0.9520
  place_ws_ps: -333.8
  dpl.hpwl_um: 1452
global_route:
  grt_pass1_wl_um: 3160
  grt_max_degree: 16
  grt_antenna_before_repair: 0
  grt_use_total: 0.05634
  grt_pass1_vias: 697
  overflow: 0
power_and_ir_drop:
  leakagePower_nw: 0.4014
  ir_drop_mv: 0.05381
  power.net_switching_mw: 0.05724
  combPwrFrac: 1.000
  p_int_mw: 0.06291
  pwr-share-seq: 0
  power.density_nw_per_um2: 127.9
  swShare: 0.4764
  clkPwrFrac: 0
cells_and_area:
  nClkBuffers: 0
  layout-drive-gt1-share: 0.2883
  syn_to_final_growth_pct: 43.87
  flop-count: 0
  layoutNonFillerInstCount: 157
  regArea_sq_um: 0
  fill_cells: 388
clocking:
  cts.hold.buffers_added: 0
run_status:
  outcome: "complete, no violations"
-- cells in the final DEF, fill, tap and decap left out, drive strengths merged --
master,Yosys,final
or3,1,1
buf,6,22
nand3b,2,2
a32oi,2,2
clkinv,1,1
a2111oi,1,1
nand2b,2,2
dlymetal6s2s,0,1
o311ai,1,1
nand2,8,8
a211o,1,1
a211oi,2,2
dlygate4sd2,0,4
a41oi,1,1
nor2b,4,4
o21ai,5,5
xor2,3,3
o2111ai,1,1
mux2i,3,3
inv,7,7
clkdlybuf4s50,0,4
mux4,3,3
nand4,1,1
o31ai,2,2
ha,8,8
a2bb2oi,1,1
nor2,3,3
xnor2,1,1
a21oi,3,3
o211ai,2,2
o221ai,2,2
nor3,5,5
a221oi,1,1
a31oi,2,2
o211a,1,1
-- worst max-delay path: stages --
cell	delay, ps
clkdlybuf4s50_1	490
inv_2	60
ha_4	270
clkinv_1	70
mux4_2	450
or3_1	320
a31oi_1	190
buf_2	130
-- final cells by class --
type / count / area [sq um] / share of cell area
Inverter: 8 / 30.03 / 0.03196
Timing Repair Buffer: 31 / 257.7 / 0.2743
Multi-Input combinational cell: 72 / 594.3 / 0.6325
Tap cell: 46 / 57.56 / 0.06125
-- through the flow --
step	hold WS [ps]	power [mW]	area (sq um)	util
after detailed placement	2532	0.1190	917.1	0.2685
final	2202	0.1202	939.7	0.2751
after CTS	2197	0.1209	937.1	0.2744
after global placement	2550	0.1185	917.1	0.2685
after global routing	2262	0.1331	939.7	0.2751
after floorplan	1517	0.06697	653.1	-
-- cell families after synthesis --
group                      count (synthesis)  share of synthesized area
buffers and inverters                     19                     0.1245
adders and majority gates                  8                     0.1533
xor gates and xnor gates                   4                    0.05365
muxes                                      6                     0.1552
AOI/OAI and AO/OA                         28                     0.3123
and+or+nand+nor                           26                     0.2011
-- what timing repair did --
item                       4_1_cts  5_1_grt
pin swaps                        3        0
setup endpoints to repair        4        1
gates cloned                     0        0
resized                         16        2
buffers inserted                 0        0
-- power by group through the flow --
| stage | clock (mW) | combinational, mW | sequential [mW] |
|---|---|---|---|
| after CTS | 0 | 0.121 | 0 |
| final | 0 | 0.120 | 0 |
| after global routing | 0 | 0.133 | 0 |
-- final timing paths --
kind	to	slack, ps
setup / recovery	O_1[1]	60
hold / removal	O_1[1]	2200
-- routing by layer --
layer | part of all wire | vias up | GRT usage
li1 | - | 381 | -
met1 | 0.54 | 352 | 0.08739
met2 | 0.42 | 20 | 0.08748
met3 | 0.038 | 0 | 0.003409
met4 | 0 | 0 | 0
met5 | 0 | - | 0
No activity file was given, so power comes from the tool's default toggle rates.
