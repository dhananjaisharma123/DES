==> ./run.sh <==
#!/bin/bash
# OpenROAD 26Q1-2900-gdf79404cd8, Yosys 0.63+post, stock flow scripts
make -C /OpenROAD-flow-scripts/flow DESIGN_CONFIG=/design/flow/config.mk WORK_HOME=/design/flow/orfs finish
==> ./config.mk <==
export PLATFORM = sky130hd
export DESIGN_NAME = ROM_1i6_1o4_8f60b2fc4a3ee4cef30040071bc0219cb3
export DESIGN_NICKNAME = ROM_1i6_1o4_8f60b2fc4a3ee4cef30040071bc0219cb3
export VERILOG_FILES = /design/flow/design.v
export SDC_FILE = /design/flow/constraint.sdc
export NUM_CORES = 4
export LEC_CHECK = 1
export CORE_AREA = 10 10 75 75
export DIE_AREA = 0 0 85 85
==> ./constraint.sdc <==
current_design ROM_1i6_1o4_8f60b2fc4a3ee4cef30040071bc0219cb3

set clk_period 2.6
set clk_io_pct 0.2

create_clock -name clk0 -period $clk_period

set non_clock_inputs [all_inputs -no_clocks]
set_input_delay [expr $clk_period * $clk_io_pct] -clock clk0 $non_clock_inputs
set_output_delay [expr $clk_period * $clk_io_pct] -clock clk0 [all_outputs]
==> ./design.v <==
module ROM_1i6_1o4_8f60b2fc4a3ee4cef30040071bc0219cb3 (
  I_1, O_1
);
  input [5:0] I_1;
  output [3:0] O_1;
  assign O_1 = MUX_v_4_64_2(4'b1110, 4'b0100, 4'b1101, 4'b0001, 4'b0010, 4'b1111,
      4'b1011, 4'b1000, 4'b0011, 4'b1010, 4'b0110, 4'b1100, 4'b0101, 4'b1001, 4'b0000,
      4'b0111, 4'b0000, 4'b1111, 4'b0111, 4'b0100, 4'b1110, 4'b0010, 4'b1101, 4'b0001,
      4'b1010, 4'b0110, 4'b1100, 4'b1011, 4'b1001, 4'b0101, 4'b0011, 4'b1000, 4'b0100,
      4'b0001, 4'b1110, 4'b1000, 4'b1101, 4'b0110, 4'b0010, 4'b1011, 4'b1111, 4'b1100,
      4'b1001, 4'b0111, 4'b0011, 4'b1010, 4'b0101, 4'b0000, 4'b1111, 4'b1100, 4'b1000,
      4'b0010, 4'b0100, 4'b1001, 4'b0001, 4'b0111, 4'b0101, 4'b1011, 4'b0011, 4'b1110,
      4'b1010, 4'b0000, 4'b0110, 4'b1101, I_1);
  function automatic [3:0] MUX_v_4_64_2;
    input [3:0] input_0;
    input [3:0] input_1;
    input [3:0] input_2;
    input [3:0] input_3;
    input [3:0] input_4;
    input [3:0] input_5;
    input [3:0] input_6;
    input [3:0] input_7;
    input [3:0] input_8;
    input [3:0] input_9;
    input [3:0] input_10;
    input [3:0] input_11;
    input [3:0] input_12;
    input [3:0] input_13;
    input [3:0] input_14;
    input [3:0] input_15;
    input [3:0] input_16;
    input [3:0] input_17;
    input [3:0] input_18;
    input [3:0] input_19;
    input [3:0] input_20;
    input [3:0] input_21;
    input [3:0] input_22;
    input [3:0] input_23;
    input [3:0] input_24;
    input [3:0] input_25;
    input [3:0] input_26;
    input [3:0] input_27;
    input [3:0] input_28;
    input [3:0] input_29;
    input [3:0] input_30;
    input [3:0] input_31;
    input [3:0] input_32;
    input [3:0] input_33;
    input [3:0] input_34;
    input [3:0] input_35;
    input [3:0] input_36;
    input [3:0] input_37;
    input [3:0] input_38;
    input [3:0] input_39;
    input [3:0] input_40;
    input [3:0] input_41;
    input [3:0] input_42;
    input [3:0] input_43;
    input [3:0] input_44;
    input [3:0] input_45;
    input [3:0] input_46;
    input [3:0] input_47;
    input [3:0] input_48;
    input [3:0] input_49;
    input [3:0] input_50;
    input [3:0] input_51;
    input [3:0] input_52;
    input [3:0] input_53;
    input [3:0] input_54;
    input [3:0] input_55;
    input [3:0] input_56;
    input [3:0] input_57;
    input [3:0] input_58;
    input [3:0] input_59;
    input [3:0] input_60;
    input [3:0] input_61;
    input [3:0] input_62;
    input [3:0] input_63;
    input [5:0] sel;
    reg [3:0] result;
  begin
    case (sel)
      6'b000000 : begin
        result = input_0;
      end
      6'b000001 : begin
        result = input_1;
      end
      6'b000010 : begin
        result = input_2;
      end
      6'b000011 : begin
        result = input_3;
      end
      6'b000100 : begin
        result = input_4;
      end
      6'b000101 : begin
        result = input_5;
      end
      6'b000110 : begin
        result = input_6;
      end
      6'b000111 : begin
        result = input_7;
      end
      6'b001000 : begin
        result = input_8;
      end
      6'b001001 : begin
        result = input_9;
      end
      6'b001010 : begin
        result = input_10;
      end
      6'b001011 : begin
        result = input_11;
      end
      6'b001100 : begin
        result = input_12;
      end
      6'b001101 : begin
        result = input_13;
      end
      6'b001110 : begin
        result = input_14;
      end
      6'b001111 : begin
        result = input_15;
      end
      6'b010000 : begin
        result = input_16;
      end
      6'b010001 : begin
        result = input_17;
      end
      6'b010010 : begin
        result = input_18;
      end
      6'b010011 : begin
        result = input_19;
      end
      6'b010100 : begin
        result = input_20;
      end
      6'b010101 : begin
        result = input_21;
      end
      6'b010110 : begin
        result = input_22;
      end
      6'b010111 : begin
        result = input_23;
      end
      6'b011000 : begin
        result = input_24;
      end
      6'b011001 : begin
        result = input_25;
      end
      6'b011010 : begin
        result = input_26;
      end
      6'b011011 : begin
        result = input_27;
      end
      6'b011100 : begin
        result = input_28;
      end
      6'b011101 : begin
        result = input_29;
      end
      6'b011110 : begin
        result = input_30;
      end
      6'b011111 : begin
        result = input_31;
      end
      6'b100000 : begin
        result = input_32;
      end
      6'b100001 : begin
        result = input_33;
      end
      6'b100010 : begin
        result = input_34;
      end
      6'b100011 : begin
        result = input_35;
      end
      6'b100100 : begin
        result = input_36;
      end
      6'b100101 : begin
        result = input_37;
      end
      6'b100110 : begin
        result = input_38;
      end
      6'b100111 : begin
        result = input_39;
      end
      6'b101000 : begin
        result = input_40;
      end
      6'b101001 : begin
        result = input_41;
      end
      6'b101010 : begin
        result = input_42;
      end
      6'b101011 : begin
        result = input_43;
      end
      6'b101100 : begin
        result = input_44;
      end
      6'b101101 : begin
        result = input_45;
      end
      6'b101110 : begin
        result = input_46;
      end
      6'b101111 : begin
        result = input_47;
      end
      6'b110000 : begin
        result = input_48;
      end
      6'b110001 : begin
        result = input_49;
      end
      6'b110010 : begin
        result = input_50;
      end
      6'b110011 : begin
        result = input_51;
      end
      6'b110100 : begin
        result = input_52;
      end
      6'b110101 : begin
        result = input_53;
      end
      6'b110110 : begin
        result = input_54;
      end
      6'b110111 : begin
        result = input_55;
      end
      6'b111000 : begin
        result = input_56;
      end
      6'b111001 : begin
        result = input_57;
      end
      6'b111010 : begin
        result = input_58;
      end
      6'b111011 : begin
        result = input_59;
      end
      6'b111100 : begin
        result = input_60;
      end
      6'b111101 : begin
        result = input_61;
      end
      6'b111110 : begin
        result = input_62;
      end
      default : begin
        result = input_63;
      end
    endcase
    MUX_v_4_64_2 = result;
  end
  endfunction
endmodule
==> impl_metrics.ini <==
; flow metrics
[sta]
post-route-period-util_pct = 97.1
clock.fmax_ghz = 0.396
fin_crit_ns = 2.52
hold_viol_final = 0
maxSlewViolCount = 0
layout_setup_ws_ns = 0.0763
setup_viol = 0
slew_headroom_pct = 76.0
worst_slew_pin_slew_ns = 0.351
final.setup.tns_ns = 0

[synth]
syn-cell-area_sq_um = 646
yosysUniqueCellTypes = 33
synth_stat.cells = 87
yosysWarnings = 1
area_leaders = ha_1 (16%), mux4_2 (10%), nor3_1 (6.2%)
postSynthSeqShare_pct = 0
ys_area_sq_um = 646
top_area_cell = ha_1
synth_cells = 87
synth.avg_cell_area_sq_um = 7.42
synth.top_cell.area_share_pct = 15.5

[place]
gp_routability_congestion = 0.864
dp_slack_ns = -0.779
io_buffer_count = 10
dp_hpwl_um = 1630

[drt]
post_drt_wl_per_cell_um = 11.9
drt_pre_antenna_iters = 4
drt_iter0_drc = 65
routed_wl_um = 2080
antenna_cells = 0
ant_nets = 0
via_per_inst = 4.48
vias = 779
drc = 0

[global_route]
grtUsageMet3_pct = 0
grt_start_max_net_pins = 19
grt_util_all_layers_pct = 5.46
grt_remaining_overflow = 0
grt_pass1_vias = 721
grt_pass1_wl_um = 3520
antenna_found_initial = 0
use_met1_pct = 8.27
busiest_layer = met2
use_met2_pct = 8.92

[setup_path]
slowest_stage = mux4_2
crit_arrival_ns = 2.00
cp_max_fo = 10
path_cells = buf_8 -> buf_12 -> ha_4 -> inv_1 -> mux4_2 -> a2111oi_4 -> a211oi_2 -> buf_2
worstPathRequired_ns = 2.08
cp-start-kind = input pin
cp-end-kind = primary output
cpPeakStageDelay_ns = 0.50
setup.worst_path.class = in2out
crit_path_start = I_1[0]
endpoint = O_1[0]

[worst_hold_path]
hold_path_class = in2out
hold_path_startpoint = I_1[1]

[cells_and_area]
utilization_pct = 28.4
flops = 0
lay_top_cells = buf_4 (28), nor2_1 (6), nor3_1 (6)
nClkBuffers = 0
synthToLayoutAreaGrowth_pct = 78.7
regArea_sq_um = 0
layout_top_cell = buf_4
drive_above_1_share_pct = 47.6

[run]
warnings = 40
cap_violations = 0

[die]
die_y_um = 85
io_pins = 10
core_sq_mm = 0.00406
fp_util_pct = 15.9
chip_area_sq_mm = 0.00723
fp.dieW_um = 85
rows = 23

[pwr]
irDropWorstVdd_uv = 66.5
power.total_mw = 0.194
p_leak_nw = 0.499
powerDensity_mw_per_mm2 = 169

[outcome]
status = finished clean
## what timing repair did
item | CTS | global route
pin swaps | 7 | 5
gates resized | 38 | 19
hold buffers | 0 | 0
setup endpoints to repair | 4 | 4
buffers inserted | 0 | 4
## cell families (layout without fill, tap and decap cells)
group	Yosys count	after routing	share of synthesized area, %
compound gates	31	31	36.2
fa+ha+maj	8	8	15.5
buf+inv	14	51	12.6
mux	3	3	10.5
simple gates	31	31	25.2
## worst max-delay path: cells and delay by family
kind                       cells  cell delay (ns)
AOI/OAI and AO/OA              2             0.45
adders and majority gates      1             0.15
buffers and inverters          4             0.38
muxes                          1             0.50
## area by class of cell
| class | instances | area, sq um |
|---|---|---|
| repair buffers | 44 | 387 |
| multi-input cells | 73 | 671 |
| inverters | 7 | 33.8 |
| fillers | 403 | 2900 |
| well taps | 50 | 62.6 |
## Yosys cell counts
cell type,instances
a2bb2oi_1,2
o21ai_0,4
buf_4,1
mux4_2,3
and2_1,1
o211ai_1,1
a21o_1,3
nand3_1,1
nand2_1,3
nor4_1,1
nor3b_1,1
nor2_1,6
a21oi_1,5
nand2b_1,3
nor2b_1,5
clkbuf_1,1
a221oi_1,1
o21a_1,1
ha_1,8
or2b_1,1
buf_6,3
a2111oi_2,1
a311oi_1,1
a2111oi_0,2
a311o_1,1
o211a_1,2
or2_2,1
o21bai_1,1
nor3_1,8
inv_1,7
buf_2,2
a211oi_1,5
o32ai_1,1
## report_power, final
group          leakage, nW  switching, mW  internal, mW  total [mW]
clock                    0              0             0           0
combinational        0.499         0.0846         0.110       0.194
sequential               0              0             0           0
## layer usage
metal	part of all wire, %	vias to the layer above
met2	43	16
met3	2.0	0
met1	55	359
li1	-	404
met4	0	0
met5	0	-
## metrics by stage
| step | cell area (sq um) | hold slack (ns) | std cells |
|---|---|---|---|
| floorplan | 646 | 1.17 | 87 |
| global placement | 998 | 2.25 | 171 |
| detailed placement | 998 | 2.25 | 171 |
| CTS | 1060 | 1.66 | 171 |
| global route | 1150 | 1.68 | 174 |
| finish | 1150 | 1.63 | 174 |
## worst min path at each step
stage	endpoint	slack (ns)	cells past startpoint
after CTS	O_1[1]	1.66	6
after global routing	O_1[2]	1.68	6
final	O_1[2]	1.63	6
Power is estimated from default activity; no workload was simulated.
